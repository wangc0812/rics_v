[config.mk]
export PLATFORM = sky130hd
export DESIGN_NAME = debug_button_debounce
export DESIGN_NICKNAME = debug_button_debounce
export VERILOG_FILES = /design/flow/design.v
export SDC_FILE = /design/flow/constraint.sdc
export NUM_CORES = 4
export LEC_CHECK = 1
export CORE_UTILIZATION = 40
export SYNTH_HDL_FRONTEND = slang
[constraint.sdc]
current_design debug_button_debounce

set clk_period 4.1
set clk_io_pct 0.2

create_clock -name clk0 -period $clk_period [get_ports {clk}]

set non_clock_inputs [all_inputs -no_clocks]
set_input_delay [expr $clk_period * $clk_io_pct] -clock clk0 $non_clock_inputs
set_output_delay [expr $clk_period * $clk_io_pct] -clock clk0 [all_outputs]
[design.v]
module debug_button_debounce(
	input  wire 		  clk   		,
	input  wire 		  rst     		,
	input  wire 		  debug_button	,
	output reg			  debug			,
	output reg			  led_debug		
);
	wire key_flag;
	wire key_value;
	key_debounce key_debounce_inst1(
		.sys_clk				(clk		 ),          
		.sys_rst_n				(rst		 ),          
		.key					(debug_button),          
		.key_flag				(key_flag	 ),          
		.key_value         		(key_value	 )		  		 
    );
	always @(posedge clk)begin
		if(!rst) begin
			led_debug <= 1'b0;
			debug	  <= 1'b1;
		end
		else if(key_flag && !key_value) begin  
			led_debug <= ~led_debug;
			debug	  <= ~debug;
		end
	end
endmodule
module key_debounce(
    input            sys_clk,           
    input            sys_rst_n,         
    input            key,               
    output reg       key_flag,          
	output reg       key_value          
    );
reg [31:0] delay_cnt;
reg        key_reg;
always @(posedge sys_clk or negedge sys_rst_n) begin 
    if (!sys_rst_n) begin 
        key_reg   <= 1'b1;
        delay_cnt <= 32'd0;
    end
    else begin
        key_reg <= key;
        if(key_reg != key)              
            delay_cnt <= 32'd1000000;   
        else if(key_reg == key) begin   
                 if(delay_cnt > 32'd0)
                     delay_cnt <= delay_cnt - 1'b1;
                 else
                     delay_cnt <= delay_cnt;
             end           
    end   
end
always @(posedge sys_clk or negedge sys_rst_n) begin 
    if (!sys_rst_n) begin 
        key_flag  <= 1'b0;
        key_value <= 1'b1;          
    end
    else begin
        if(delay_cnt == 32'd1) begin    
            key_flag  <= 1'b1;          
            key_value <= key;           
        end
        else begin
            key_flag  <= 1'b0;
            key_value <= key_value; 
        end  
    end   
end
endmodule 
[run.sh]
#!/bin/bash
# OpenROAD 26Q1-2900-gdf79404cd8, Yosys 0.63+post, stock flow scripts
make -C /OpenROAD-flow-scripts/flow DESIGN_CONFIG=/design/flow/config.mk WORK_HOME=/design/flow/orfs finish
==> deck_impl_summary.md <==
Run Summary

Logic synthesis
  – Register area share after synthesis: 45.7%
  – Biggest area cells: dfrtp_1, or3_1, a21oi_1
  – Synth cell types: around 48
  – Max-area cell share: 41.1%
  – Yosys stat area: 2010 µm²
  – Post-synthesis cell count: around 200
  – Mapped Area: about 2000 µm²
  – # Cells Yosys: 206
  – Yosys reg bits: 37
  – Main flop type: dfrtp_1
  – Post-synth ARST share: 94.6%
  – EDFF count, synth: 0
  – Warnings, synthesis: 0
  – Cell taking the most area after synthesis: dfrtp_1
  – Syn_area_per_cell: approximately 9.8 µm²

Pwr
  – Int Power: 568 µW
  – Switching portion of total power: 30.7%
  – Leakage: 0.000839 µW
  – Comb pwr share: 17.9%
  – Clock power frac: a little under a third
  – Tot Pwr: 819 µW
  – Sequential share of power: 51.9%
  – Power Density: 371 nW/µm²
  – Max IR drop VDD: 0.000143 V
  – Switch Pwr: approximately 250 µW

Job
  – Tool warnings: 26
  – Number of max-cap violations: 0

Layout
  – Util after Layout: 46.1%
  – Area growth syn-to-layout: 9.84%
  – Fillers: 453
  – Most numerous logic cell after layout: dfrtp_1
  – Register Area: 918 µm²
  – Most frequent cells in the layout: dfrtp_1, a21oi_1, nor2_1, or3_1
  – Comb gate area: between 1000 and 1500 µm²
  – Share of post-route cells with drive strength above 1: 14.1%
  – Max reg flops: 32
  – Largest register by flop count: key_debounce_inst1.delay_cnt

Global routing
  – Number of global-route vias before repair: 1435
  – First-pass GRT wire length: 7000 µm
  – Gr usage total: 17.3%
  – Largest net degree at the start of global routing: 24
  – Initial antenna violation count: 0
  – Total gr overflow: 0

Timing
  – Cycle use final: 57.5%
  – FMAX: approximately 0.42 GHz
  – Fin Setup TNS: 0 ns
  – Relative slew slack: 42.9%
  – Final Max Slew Viols: 0
  – RSZ-0062 raised after global routing: no
  – Final worst slack: 1.74 ns
  – Worst Clk Skew: 0.00451 ns
  – Final hold violation count: 0
  – Final-report setup violation count: 0
  – Tightest Pin Transition: 0.850 ns
  – Tmin final: 2.36 ns

Drt
  – DR iter-0 viols: 132
  – Post-DRT Antenna Nets: 0
  – Detailed-route via count: 1557
  – DR pass1 iterations: 4
  – Routed WL: approximately 3900 µm
  – Routed wire per std cell: 13.9 µm
  – Drc violations: 0
  – # diodes: 0
  – Post-DR vias/cell: ~5.6

Setup path
  – Worst Path Arrival: 2.48 ns
  – Worst-path fanout max: 17
  – Req. time, crit path: 4.22 ns
  – CP Class: register to register
  – CP startpoint kind: register
  – Setup crit end kind: register

Clocking
  – Hold Buf Count CTS: 0
  – Htree depth: 2
  – CTS tree: yes
  – Root Buffer: clkbuf_8
  – Clk latency of the worst-skew pair: between 0.2 and 0.3 ns
  – Clock sinks: 37
  – Gates resized, CTS repair: 0
  – CTS buffer count: 5
  – Post-CTS Setup Bufs: 0
  – CTS clk-pin slew, worst paths: 0.08 ns
  – Clk buf depth: 2

Placed design
  – DP HPWL: around 2700 µm
  – Port bufs: 4
  – RePlAce Congestion: ~0.80
  – Place WS: between 1.5 and 2 ns

Die
  – Num ports: 5
  – Die height: between 70 and 80 µm
  – Initial Utilization: 42.0%
  – Die x size: 72.9 µm
  – Core Rows: 25
  – Die area: 5310 µm²
  – Core Area: around 4800 µm²

Min path
  – Hold Crit Class: input pin to asynchronous set/reset pin

Status
  – Status: completed
-- per-layer routing --
| metal | up-vias | global-route usage [%] | part of all wire (%) |
|---|---|---|---|
| met5 | - | 0 | 0 |
| met4 | 0 | 1.74 | 0.64 |
| met3 | 2 | 3.08 | 4.0 |
| met2 | 25 | 24.1 | 42 |
| met1 | 732 | 29.8 | 53 |
| li1 | 798 | - | - |
-- path summary, 6_finish.rpt --
kind | start | endpoint | slack (ns) | cells past startpoint
min | rst | key_debounce_inst1.delay_cnt[11]$_DFFE_PN0P_ | 0.43 | 1
max in group asynchronous | rst | key_debounce_inst1.key_reg$_DFF_PN1_ | 3.02 | 2
max reg2reg | key_debounce_inst1.delay_cnt[16]$_DFFE_PN0P_ | key_debounce_inst1.delay_cnt[6]$_DFFE_PN0P_ | 1.74 | 5
max | key_debounce_inst1.delay_cnt[16]$_DFFE_PN0P_ | key_debounce_inst1.delay_cnt[6]$_DFFE_PN0P_ | 1.74 | 5
min in group clk0 | debug$_SDFFE_PN1P_ | debug$_SDFFE_PN1P_ | 0.50 | 2
min reg2reg | debug$_SDFFE_PN1P_ | debug$_SDFFE_PN1P_ | 0.50 | 2
-- synthesized netlist by cell type, types with 2 or more instances --
cell type / instances
nor4_1: 2
nor4_4: 2
o41ai_1: 3
dfstp_2: 2
clkbuf_1: 4
ha_1: 2
nand3_1: 11
nor4_2: 2
or4_1: 9
nor2_1: 15
dfrtp_1: 33
xnor2_1: 3
o21ai_0: 11
nand3b_1: 3
dfxtp_1: 2
nor3_1: 9
nand2_1: 10
and2_1: 2
a21oi_1: 18
or3_1: 15
inv_1: 2
nand4b_1: 3
o31ai_1: 10
or2_2: 2
xor2_1: 3
and3_1: 4
buf_2: 3
-- logic make-up after synthesis --
logic type / Yosys count / synth area share [%]
AND-OR/OR-AND: 49 / 15.1
XOR/XNOR: 6 / 2.62
adder cells (fa/ha/maj): 2 / 1.25
buffers and inverters: 10 / 2.24
flip-flops: 37 / 45.7
multiplexers: 2 / 1.06
AND/OR/NAND/NOR: 100 / 32.0
-- through the flow --
stage               instance area, µm²  hold WS (ns)  cells
floorplan                         2010         0.442    206
global placement                  2120         0.478    272
detailed placement                2120         0.478    272
CTS                               2210         0.433    280
global route                      2210         0.445    280
finish                            2210         0.428    280
-- cell type report --
class	instances	area share, %
Multi-Input combinational cell	159	47.7
Clock buffer	5	3.12
Clock inverter	3	0.794
Tap cell	67	3.80
Timing Repair Buffer	7	2.61
Sequential cell	37	41.6
Inverter	2	0.340
-- critical path, cell delays in order, from the launching register on --
cell and delay, ns:
dfrtp_1 0.47, nor4_4 0.46, nand4_4 0.26, nor4_4 0.72
or3_1 0.20, nand3_1 0.07
-- power by group through the flow --
stage	registers [µW]	logic, µW	clock network (µW)
global route	430	170	273
CTS	425	148	256
finish	425	146	248
No activity file was given, so power comes from the tool's default toggle rates.
