==> run.sh <==
#!/bin/bash
# OpenROAD 26Q1-2900-gdf79404cd8, Yosys 0.63+post, stock flow scripts
make -C /OpenROAD-flow-scripts/flow DESIGN_CONFIG=/design/flow/config.mk WORK_HOME=/design/flow/orfs finish
==> config.mk <==
export PLATFORM = sky130hd
export DESIGN_NAME = uart_debug
export DESIGN_NICKNAME = uart_debug
export VERILOG_FILES = /design/flow/design.v
export SDC_FILE = /design/flow/constraint.sdc
export NUM_CORES = 4
export LEC_CHECK = 1
export CORE_UTILIZATION = 30
export SYNTH_HDL_FRONTEND = slang
==> constraint.sdc <==
current_design uart_debug

set clk_period 6.0
set clk_io_pct 0.2

create_clock -name clk0 -period $clk_period [get_ports {clk}]

set non_clock_inputs [all_inputs -no_clocks]
set_input_delay [expr $clk_period * $clk_io_pct] -clock clk0 $non_clock_inputs
set_output_delay [expr $clk_period * $clk_io_pct] -clock clk0 [all_outputs]
==> design.v <==
module uart_debug(
	input  wire 		 clk				,
	input  wire 		 debug				,
	input  wire          uart_rxd 			, 	
	output wire 		 ce			    	,
	output wire 		 wen			    ,
	output wire [31:0]	 addr_o				,
	output wire [31:0]	 data_o			    
);
	wire 		uart_recv_uart_done;
	wire[7:0] 	uart_recv_uart_data;
	uart_recv uart_recv_inst(	
		.sys_clk  			(clk				),   
		.sys_rst_n			(debug				),   
		.uart_rxd 			(uart_rxd			),   
		.uart_done			(uart_recv_uart_done),   
		.uart_data			(uart_recv_uart_data)    
		);
	write2rom write2rom_inst(
		.clk				(clk				),
		.debug				(debug				),
		.rec_one_pocket		(uart_recv_uart_done		),
		.rec_data			(uart_recv_uart_data),
		.ce			    	(ce					),
		.wen			    (wen				),
		.addr_o			    (addr_o				),
		.data_o			    (data_o				)
	);	
endmodule
module write2rom(
	input  wire 		 clk				,
	input  wire 		 debug				,
	input  wire 		 rec_one_pocket		,
	input  wire[7:0] 	 rec_data			,
	output reg 			 ce			    	,
	output reg 			 wen			    ,
	output reg [31:0]	 addr_o				,
	output reg [31:0]	 data_o			    
);
	reg[2:0] cnt;
	always @(posedge clk)begin
		if(!debug)begin
			ce 		<= 1'b0	;
			wen		<= 1'b0	;
			cnt 	<= 3'b0	;
			addr_o  <= 32'b0;
			data_o  <= 32'b0;
		end
		else if(rec_one_pocket && cnt == 3'd3)begin
			ce 		<= 1'b1;
			wen		<= 1'b1;
			cnt		<= 3'b0;
			addr_o	<= addr_o + 1'd1;
			data_o  <= {data_o[23:0],rec_data};		
		end
		else if(rec_one_pocket)begin
			ce 		<= 1'b0;
			wen		<= 1'b0;
			cnt     <= cnt + 1'b1;
			addr_o	<= addr_o + 1'd1;
			data_o  <= {data_o[23:0],rec_data};
		end
	end
endmodule
module uart_recv(
    input			   sys_clk  ,                 
    input              sys_rst_n,                 
    input              uart_rxd ,                  
    output  reg        uart_done,                 
    output  reg [7:0]  uart_data                  
    );
parameter  CLK_FREQ = 50000000;                 
parameter  UART_BPS = 115200;                     
localparam  BPS_CNT  = CLK_FREQ/UART_BPS;       
reg        uart_rxd_d0;
reg        uart_rxd_d1;
reg [15:0] clk_cnt;                               
reg        rx_flag;                   
reg [3:0]  rx_cnt;                    
reg [7:0]  rxdata;
wire       start_flag;
assign  start_flag = uart_rxd_d1 & (~uart_rxd_d0);    
always @(posedge sys_clk or negedge sys_rst_n) begin 
    if (!sys_rst_n) begin 
        uart_rxd_d0 <= 1'b0;
        uart_rxd_d1 <= 1'b0;          
    end
    else begin
        uart_rxd_d0  <= uart_rxd;                   
        uart_rxd_d1  <= uart_rxd_d0;
    end   
end
always @(posedge sys_clk or negedge sys_rst_n) begin         
    if (!sys_rst_n)                                  
        rx_flag <= 1'b0;
    else begin
        if(start_flag)                           
            rx_flag <= 1'b1;                     
        else if((rx_cnt == 4'd9) && (clk_cnt == BPS_CNT/2))
            rx_flag <= 1'b0;                     
        else
            rx_flag <= rx_flag;
    end
end
always @(posedge sys_clk or negedge sys_rst_n) begin         
    if (!sys_rst_n)                             
        clk_cnt <= 16'd0;                                  
    else if ( rx_flag ) begin              
        if (clk_cnt < BPS_CNT - 1)
            clk_cnt <= clk_cnt + 1'b1;
        else
            clk_cnt <= 16'd0;              
    end
    else                              				
        clk_cnt <= 16'd0;						 
end
always @(posedge sys_clk or negedge sys_rst_n) begin         
    if (!sys_rst_n)                             
        rx_cnt  <= 4'd0;
    else if ( rx_flag ) begin                 
        if (clk_cnt == BPS_CNT - 1)				 
            rx_cnt <= rx_cnt + 1'b1;			 
        else
            rx_cnt <= rx_cnt;       
    end
	 else
        rx_cnt  <= 4'd0;						 
end
always @(posedge sys_clk or negedge sys_rst_n) begin 
    if ( !sys_rst_n)  
        rxdata <= 8'd0;                                     
    else if(rx_flag)                             
        if (clk_cnt == BPS_CNT/2) begin          
            case ( rx_cnt )
             4'd1 : rxdata[0] <= uart_rxd_d1;    
             4'd2 : rxdata[1] <= uart_rxd_d1;
             4'd3 : rxdata[2] <= uart_rxd_d1;
             4'd4 : rxdata[3] <= uart_rxd_d1;
             4'd5 : rxdata[4] <= uart_rxd_d1;
             4'd6 : rxdata[5] <= uart_rxd_d1;
             4'd7 : rxdata[6] <= uart_rxd_d1;
             4'd8 : rxdata[7] <= uart_rxd_d1;    
             default:;                                    
            endcase
        end
        else 
            rxdata <= rxdata;
    else
        rxdata <= 8'd0;
end
always @(posedge sys_clk or negedge sys_rst_n) begin        
    if (!sys_rst_n) begin
        uart_data <= 8'd0;                               
        uart_done <= 1'b0;
    end
    else if(rx_cnt == 4'd9) begin                
        uart_data <= rxdata;                     
        uart_done <= 1'b1;                       
    end
    else begin
        uart_data <= 8'd0;                                   
        uart_done <= 1'b0; 
    end    
end
endmodule	
==> deck_impl_summary.md <==
Implementation Results

Run status
  – Status: complete, no violations

Final timing
  – Final setup fails: 0
  – Setup TNS: 0 ns
  – Hold slack final: slightly above 0.4 ns
  – Clk_skew: approximately 0.0079 ns
  – Slew headroom: 0.4791
  – Hold Fails Final Rpt: 0
  – Max Slew Vio Count: 0
  – Max Fclk: 384.2 MHz
  – Fin crit period: 2.603 ns
  – RSZ-0062 raised after global routing: false
  – Final worst-path cycle share: 0.4339
  – Final worst setup slack: around 3.4 ns
  – Actual slew at the worst max-slew pin: 0.7805 ns

CTS
  – CTS tree: built
  – Total CTS buffers: 9
  – Htree depth: 3
  – Worst-Skew Late Latency: roughly 0.34 ns
  – Clock Sinks: approximately 110
  – Post-CTS resize count: 0
  – Postcts setup bufs: 0
  – Reg clk slew, reported paths: 0.07 ns
  – CTS root buf: clkbuf_16
  – Clk buf depth: 2
  – Hold Buf Count CTS: 0

Power
  – Power share of the combinational group: 0.012
  – P_sw: about 0.00026 W
  – Flop pwr share: 0.560
  – Power Dens Cells: approximately 230 nW/um^2
  – Internal power: 0.001031 W
  – Worst VDD drop: roughly 0.15 mV
  – Sw Share: 0.2035
  – Clk pwr share: 0.427
  – Leakage: approximately 2.0 nW

GRT
  – Global route hottest layer: met2
  – Initial antenna violation count: 0
  – Vias in the first global route: roughly 3,000
  – M1 GR Usage: 0.1783
  – Met2 Usage GRT: 0.1791
  – Grt total ovfl: 0
  – First-pass GRT wire length: 14,970 um
  – Largest net degree at the start of global routing: about 70
  – Gr usage total: 0.1169
  – Grt met3 use: 0.02857

Critical path
  – WP data arrival: roughly 2.9 ns
  – CP max FO: about 44
  – CP Data Required Time: ~6.3 ns
  – Critical path class: register to register
  – Worst R2R End: write2rom_inst.addr_o[30]
  – Crit Reg-Reg Startpoint: uart_recv_inst.uart_done
  – Worst setup EP type: register
  – Reg2Reg Depth: 5
  – Type of origin of the critical path: register
  – R2R setup slack: around 3.4 ns

Route
  – WL per Instance: between 10 and 15 um
  – DRT iter0 DRCs: ~190
  – DRT Wirelength: 8954 um
  – Via count: ~3,500
  – Detail Route Antenna Nets: 0
  – Pre-Repair DR Iteration Count: 4
  – Vias per Instance: ~4.8
  – Antenna fix cells: 0
  – Drt drc: 0

Yosys
  – Seq share, synth: 0.5146
  – Async set or reset register ratio after synthesis: 0.3704
  – Mapped Avg Cell Area: 9.747 sq um
  – Cell Area, Synth: roughly 4600 sq um
  – Registers, synthesis: 108
  – Cell Type Count: about 44
  – Synthesized instance count: 471
  – Top FF cell, synth: dfxtp_1
  – Yosys stat area: approximately 4600 sq um
  – Ys Warns: 0
  – Yosys Instances: 471
  – EDFF count, synth: 0

Place
  – IO Port Bufs: between 60 and 70
  – Placement Cell Area: 5428 sq um
  – Final RePlAce weighted congestion: around 0.8
  – Pre-CTS WS: 3.122 ns
  – Inst Count DP: just over 700
  – Post-DP HPWL: a little under 6000 um

Floorplanning
  – Fp util: 0.3111
  – DIE AREA: 15,800 sq um
  – Die height: 125.7 um
  – Core area: approximately 15,000 sq um
  – Rows: roughly 44
  – Top Ports: slightly below 70
  – Die X: approximately 130 um

Final layout
  – Post-route insts no fill: ~700
  – Area grow syn2layout: 24.28%
  – Fill count: between 1,000 and 1,500
  – Layout cells sized above 1: 0.04664
  – Fin area: 5705 sq um

Worst hold path
  – Hold Crit Class: register to register
  – Hold_sp: uart_recv_inst.uart_rxd_d0
  – Hold Path Depth: 0
  – WHS Endpoint: uart_recv_inst.uart_rxd_d1

Job
  – Log Warnings: 30
  – Reported max-cap violation count: 0
-- cells in the mapped netlist (2+ instances only) --
library cell / instances / share of area
or4_1: 17 / 0.028
nand4_1: 18 / 0.025
xnor2_1: 11 / 0.021
buf_2: 2 / 0.0022
or4_4: 2 / 0.0049
buf_1: 8 / 0.0065
o211ai_1: 2 / 0.0033
nor4_1: 5 / 0.0068
xor2_1: 9 / 0.017
nor2_1: 65 / 0.053
nand2_1: 25 / 0.020
dfxtp_1: 68 / 0.30
and4_1: 5 / 0.0095
inv_1: 17 / 0.014
or3_1: 8 / 0.011
and2_1: 4 / 0.0055
and3_1: 10 / 0.014
nand3_1: 13 / 0.014
mux2i_1: 37 / 0.081
and4b_1: 2 / 0.0044
o31ai_1: 15 / 0.025
clkbuf_1: 15 / 0.012
ha_1: 10 / 0.027
dfrtp_1: 40 / 0.22
nor3_1: 6 / 0.0065
o21ai_0: 11 / 0.012
nor2b_1: 2 / 0.0027
a21oi_1: 28 / 0.031
-- power groups by stage --
stage         clock, W  sequential [W]  combinational [W]
global route  0.000601        0.000726          0.0000183
finish        0.000553        0.000725          0.0000159
CTS           0.000575        0.000725          0.0000167
-- worst max path at each step --
| stage | from | end | cells after the start |
|---|---|---|---|
| 4_1_cts | uart_recv_inst.uart_done | write2rom_inst.addr_o[30] | 5 |
| 5_1_grt | uart_recv_inst.uart_done | write2rom_inst.addr_o[26] | 5 |
| 6_report | uart_recv_inst.uart_done | write2rom_inst.addr_o[30] | 5 |
-- registers in the layout, indices dropped and copies added, names as in the netlist --
name                        count
write2rom_inst.addr_o          32
write2rom_inst.data_o          32
uart_recv_inst.clk_cnt         16
uart_recv_inst.rxdata           8
uart_recv_inst.uart_data        8
uart_recv_inst.rx_cnt           4
write2rom_inst.cnt              3
uart_recv_inst.rx_flag          1
uart_recv_inst.uart_done        1
uart_recv_inst.uart_rxd_d0      1
uart_recv_inst.uart_rxd_d1      1
write2rom_inst.wen              1
-- layout by cell type (no fill, tap or decap), types with 3 or more instances in the layout --
cell type        instances
dfxtp_1                 68
clkdlybuf4s50_1         67
nor2_1                  65
dfrtp_1                 39
mux2i_1                 37
a21oi_1                 28
nand2_1                 25
nand4_1                 18
or4_1                   17
inv_1                   16
o31ai_1                 15
nand3_1                 13
xnor2_1                 11
o21ai_0                 11
and3_1                  10
ha_1                    10
clkbuf_16               10
xor2_1                   9
or3_1                    8
conb_1                   7
nor3_1                   6
nor4_1                   5
and4_1                   5
and2_1                   4
buf_4                    3
-- critical path: stages (launching register included) --
cell     delay, ns
dfrtp_2       0.34
buf_4         0.53
nand4_1       0.35
or3_1         0.63
or4_1         0.53
a21oi_1       0.15
-- layout make-up --
class	count	area (sq um)	area share
clock buffers	12	257.7	0.04518
clock inverters	3	20.02	0.003509
inverters	17	63.81	0.01118
multi-input cells	325	2072	0.3632
flip-flops and latches	108	2364	0.4143
well taps	184	230.2	0.04035
repair buffers	71	698.2	0.1224
-- routing by layer --
metal | vias to the layer above | routed length (um)
met4 | 0 | 89
met1 | 1615 | 4425
met3 | 5 | 417
met2 | 75 | 4023
met5 | - | 0
li1 | 1794 | -
-- metrics by stage --
step | total power, W | utilization
final | 0.001295 | 0.3867
after global routing | 0.001345 | 0.3867
after CTS | 0.001317 | 0.3867
after detailed placement | 0.0007578 | 0.3679
after global placement | 0.0007570 | 0.3679
after floorplan | 0.0007481 | -
-- kinds of logic (layout without fill, tap and decap cells) --
family	count (synthesis)	after routing	share of synthesized area
fa+ha+maj	10	10	0.02726
compound gates	60	60	0.07686
mux	37	37	0.08068
other cells	1	7	0.0008169
buf+inv	44	103	0.03897
simple gates	191	191	0.2227
xor+xnor	20	20	0.03816
flops	108	108	0.5146
Power figures rest on the tool's default switching activity, not on a simulated workload.
